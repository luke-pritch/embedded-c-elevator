File: ./design.v
// synthesis translate_off
`timescale 1ns / 1ps
// synthesis translate_on
module custom_counter_component (
	input logic clock,
	input logic resetn,
	input  logic [1:0] 	address,
	input  logic 		chipselect,
	input  logic 		read,
	input  logic 		write,
	output logic [31:0]	readdata,
	input  logic [31:0]	writedata,
	output logic counter_expire_irq
);
logic reset_counter, load;
logic [26:0] counter_value;
logic [1:0] load_config;
logic counter_expire_buf, counter_expire;
always_ff @ (posedge clock or negedge resetn) begin
	if (!resetn) begin
		reset_counter <= 'd0;
		load <= 1'b0;
		load_config <= 'd0;
	end else begin
		load <= 1'b0;
		if (chipselect & write) begin
			case (address)
			'd1: reset_counter <= writedata[0];
			'd3: begin
				load <= 1'b1;
				load_config <= writedata[1:0];
			end
			endcase
		end
	end
end
always_ff @ (posedge clock or negedge resetn) begin
	if (!resetn) begin
		readdata <= 'd0;
	end else begin
		if (chipselect & read) begin
			case (address)
			'd0: readdata <= {5'd0, counter_value};
			'd1: readdata <= {31'd0, reset_counter};
			'd2: readdata <= {31'd0, counter_expire};
			'd3: readdata <= {31'd0, load_config};
			endcase
		end
	end
end
always_ff @ (posedge clock or negedge resetn) begin
	if (!resetn) begin
		counter_expire_buf <= 1'b0;
	end else begin
		counter_expire_buf <= counter_expire;
		if (counter_expire & ~counter_expire_buf) counter_expire_irq <= 1'b1;
		if (chipselect & write & address == 'd2) counter_expire_irq <= 1'b0;
	end
end
custom_counter_unit custom_counter_unit_inst (
	.clock(clock),
	.resetn(resetn),
	.reset_counter(reset_counter),
	.load(load),
	.load_config(load_config),
	.counter_value(counter_value),
	.counter_expire(counter_expire)
);
endmodule
// synthesis translate_off
`timescale 1ns / 1ps
// synthesis translate_on
module custom_counter_unit (
	input logic clock,
	input logic resetn,
	input logic reset_counter,
	input logic load,
	input logic [1:0] load_config,
	output logic [26:0] counter_value,
	output logic counter_expire
);
logic [1:0] load_config_buf;
always_ff @ (posedge clock or negedge resetn) begin
	if (!resetn) begin
		counter_value <= 'd49999999;
		counter_expire <= 1'b0;
		load_config_buf <= 'd0;
	end else begin
		if (load) load_config_buf <= load_config;
		if (reset_counter) begin
			case (load_config_buf)
			'd0: counter_value <= 'd24999999;
			'd1: counter_value <= 'd49999999;
			'd2: counter_value <= 'd74999999;
			'd3: counter_value <= 'd99999999;
			endcase
		end else if (counter_value > 'd0) counter_value <= counter_value - 'd1;
		if (counter_value == 'd0) counter_expire <= 1'b1;
		if (reset_counter) counter_expire <= 1'b0;
	end
end
endmodule
File: ./run.sh
#!/bin/bash
# OpenROAD 26Q1-2900-gdf79404cd8, Yosys 0.63+post, stock flow scripts
make -C /OpenROAD-flow-scripts/flow DESIGN_CONFIG=/design/flow/config.mk WORK_HOME=/design/flow/orfs finish
File: ./config.mk
export PLATFORM = sky130hd
export DESIGN_NAME = custom_counter_component
export DESIGN_NICKNAME = custom_counter_component
export VERILOG_FILES = /design/flow/design.v
export SDC_FILE = /design/flow/constraint.sdc
export NUM_CORES = 4
export LEC_CHECK = 1
export CORE_UTILIZATION = 50
File: ./constraint.sdc
current_design custom_counter_component

set clk_period 9.8
set clk_io_pct 0.2

create_clock -name clk0 -period $clk_period [get_ports {clock}]

set non_clock_inputs [all_inputs -no_clocks]
set_input_delay [expr $clk_period * $clk_io_pct] -clock clk0 $non_clock_inputs
set_output_delay [expr $clk_period * $clk_io_pct] -clock clk0 [all_outputs]
==> run summary <==
Entry: Yosys synthesis followed by OpenROAD place and route.

Floorplanning:
- Once the floorplan was initialized, standard cells occupied 51.5% of the core.
- The run gives the area of the die as 0.00642 mm2.
- Measured along the x axis, the die boundary spans 80.1 um.
- The run gives the number of rows in the core area as 28.
- The run puts the overall die height at 80.1 um.
- The run gives the placeable core region as 0.00592 mm2.
- The run gives the number of ports placed on the die boundary as 72.

Power and ir drop:
- The run gives the switching component of the power as 213 uW.
- Per report_power, the combinational group accounts for 19.7% of the total.
- The run puts the leakage power of the design at 0.00147 uW.
- Of the total power, the share spent switching nets is 30.0%.
- The highest supply drop recorded on VDD is 0.0000951 V.
- The power report attributes to the clock group a share of 27.8%.
- The run gives the cell-internal power as 497 uW.
- Of the total power, registers draw 52.5%.
- The run puts the cell area power density at 196 mW/mm2.

Synth:
- The run gives the post-synth tally of flip-flops with integrated enable as 1.
- After synthesis, the share of flip-flops with an asynchronous set or reset is 98.4%.
- Looking at the cell usage after synthesis, the top flip-flop cell is sky130_fd_sc_hd__dfrtp_1.
- The run puts the share of synthesized area spent on multiplexers at 1.31%.
- The run gives the biggest combinational cell group after synthesis as simple AND/OR/NAND/NOR gates.
- The run puts the total number of yosys warnings at 3.
- The run puts the register bit total from synthesis at 63.
- Yosys attributes the largest share of cell area to sky130_fd_sc_hd__dfrtp_1 (36%), sky130_fd_sc_hd__dfstp_2 (15%), sky130_fd_sc_hd__a22o_1 (6.9%).
- The run gives the part of the Yosys area used for sequential elements as 52.6%.
- The run puts the AND-OR/OR-AND share of the synthesized area at 17.3%.
- The run gives the leading area contributor after synthesis as sky130_fd_sc_hd__dfrtp_1.
- The run puts the post-synthesis cell count from yosys at 285.
- The run gives the post-synthesis cell area as 0.00305 mm2.
- The run puts the gate count after technology mapping at 285.
- The run gives the top cell type's share of synthesized area as 36.1%.
- The run puts the adder-cell area share of the yosys netlist at 2.46%.
- Of the total synthesized cell area, the portion taken by XOR and XNOR cells is 2.87%.
- The run gives the average size of a mapped cell as 10.7 um2.
- The run gives the number of library cell types mapped by synthesis as 54.
- The stat command in Yosys gives a chip area of 0.00305 mm2.
- The run gives the post-synthesis share of cell area spent on and, or, nand and nor gates as 19.1%.

Final timing:
- The final report lists the setup-violating endpoint count as 0.
- For reference, the final report shows the hold violation count at 0.
- The worst pin sits at a relative slew slack of 45.6%.
- The run gives the aggregate negative setup slack as 0 ns.
- Setup repair after global routing left no endpoint under its margin.
- The run gives the max-slew violation total from the final report as 0.
- Counting I/O delays and the setup requirement, the final critical path takes 3.63 ns.
- The final timing report lists clock skew as 0.00834 ns.
- Dividing the final minimum period by the clock period gives 37.1%.
- The run puts the slew at the pin closest to its max-slew limit at 0.810 ns.
- The highest clock rate this design can be run at is 275 MHz.

Global route:
- Entering global routing, the biggest net connects 63 pins.
- The first global-routing pass estimated 11.2 mm of wire.
- The total overflow left after global routing is 0.
- The run gives the initial antenna violation count as 0.
- The run puts the total routing usage reported by global routing at 24.0%.
- The run gives the number of global-route vias before repair as 2205.

Clocking:
- The run gives the clock root buffer as sky130_fd_sc_hd__clkbuf_8.
- The run puts the clock latency on the worst-skew pair at 0.33 ns.
- TritonCTS built the clock tree.
- The run gives the number of CTS-inserted buffers as 9.
- The run puts the number of setup buffers added after CTS at 0.
- The run gives the depth of the CTS H-tree as 3.
- The run puts the clock sink count at 63.
- The run puts the number of hold buffers added after CTS at 0.
- The run gives the maximum clock path buffer count as 2.
- The report lists the number of cells resized after CTS as 0.
- The run gives the clock transition at the register clock pins on the worst setup and hold paths after CTS as 0.06 ns.

Route:
- The run puts the vias after detailed routing at 2356.
- After detailed routing, the total wire length is 6.59 mm.
- Once detail routing completed, the nets flagged for antenna violations numbered 0.
- The run gives the ratio of routed vias to standard cells as 5.88.
- TritonRoute output was used to compute an average wire per cell of 16.4 um.
- The run gives the DRC marker count from the first detailed-route iteration as 134.
- The run puts the number of inserted diodes at 0.
- The run puts the total iterations of the first detailed-routing run at 45.
- The run gives the DRC violation count after routing as 0.

Finish:
- The run puts the area of all placed cells without fillers at 0.00362 mm2.
- The run puts the share of final-layout standard cells stronger than drive strength 1 at 15.3%.
- The run gives the layout overhead on the synthesized area as 18.7%.
- By instance count after routing, the leading logic cell type is sky130_fd_sc_hd__dfrtp_1.
- In the layout the commonest cells are sky130_fd_sc_hd__dfrtp_1 (44), sky130_fd_sc_hd__clkdlybuf4s50_1 (35), sky130_fd_sc_hd__a22o_1 (24), sky130_fd_sc_hd__nand2_1 (20), sky130_fd_sc_hd__dfstp_2 (18).

Worst setup path:
- The run puts the data arrival time of the worst path at 3.90 ns.
- The run gives the nature of the critical path startpoint as an input pin.
- The run gives the critical path's most frequent cell as sky130_fd_sc_hd__buf_4.
- The worst setup path is captured at a register.
- The run puts the slack of the worst reg-to-reg path at 7.08 ns.
- The critical path ends at readdata[24].
- In this design, the stage delay of the slowest critical-path cell is 0.63 ns.
- The run puts the worst reg2reg path depth at 5.
- Among all stages on the critical path, the largest delay is contributed by sky130_fd_sc_hd__nor3_2.
- The startpoint identified for the worst register-to-register timing path is custom_counter_unit_inst.counter_value[3].
- The OpenROAD report gives the critical path a required time of 10.07 ns.
- Per STA, the worst path is made up of clkdlybuf4s50_1 > nand2_1 > buf_4 > nor3_2 > buf_4 > a22o_1.
- The run gives the critical path startpoint as chipselect.
- The setup path with the least slack is of type input pin to register.
- Looking at the critical path, the highest net fanout was 30.
- In this run the critical register-to-register path is captured at custom_counter_unit_inst.counter_value[3].

Placement:
- The run puts the sum of net half-perimeters after detailed placement at 4.39 mm.
- The run puts the number of buffer cells added on primary ports at 36.
- The run puts the weighted congestion at the end of routability-driven global placement at 0.861.
- The run gives the placed instance area as 0.00345 mm2.

Status:
- The run finished with clean final reports.

Hold path:
- The run gives the class of the worst hold path as register to register.
- The run gives the launch point of the worst hold path as custom_counter_unit_inst.counter_expire.

Run:
- The run puts the OpenROAD warning count at 60.
- The run gives the number of max-capacitance violations reported as 0.
[worst max-delay path, delay by kind of cell]
kind / cells / cell delay [ns]
compound gates: 1 / 0.15
simple gates: 2 / 0.69
buf+inv: 3 / 1.09
[worst min path at each step]
stage | endpoint | slack (ns) | depth (start not counted)
6_report | counter_expire_buf | 0.44 | 0
5_1_grt | counter_expire_buf | 0.44 | 0
4_1_cts | counter_expire_buf | 0.44 | 0
[cell usage after synthesis, drive strengths merged (2+ instances only)]
cell type,instances
a2111oi,2
a211oi,3
a21oi,6
a22o,25
a31oi,5
buf,8
clkbuf,10
dfrtp,44
dfstp,18
ha,6
inv,9
mux2i,4
nand2,20
nand2b,4
nand3,8
nand4,4
nand4b,2
nor2,15
nor2b,2
nor3,11
nor3b,2
nor4,6
o21ai,16
o22ai,3
o31ai,5
or2,6
or3,6
or4,9
xnor2,7
xor2,3
[sequential cells by signal (all words and copies together), names as in the netlist, 2 cells and up]
register,flops
custom_counter_unit_inst.load_config_buf,2
readdata,27
load_config,2
custom_counter_unit_inst.counter_value,27
[power groups by stage]
stage	logic (uW)	registers, uW	clock network, uW
6_report	140	373	197
5_1_grt	157	382	220
4_1_cts	141	373	204
[through the flow]
stage               instances  utilization, %  worst slack [ns]  hold WS, ns  total power, uW
floorplan                 289               -              6.61        0.397              448
global placement          385            58.3              5.74        0.415              513
detailed placement        385            58.3              5.77        0.421              517
CTS                       401            61.2              6.12        0.436              718
global route              401            61.2              5.96        0.444              760
finish                    401            61.2              6.17        0.437              711
[cell type report]
class                      instances  area, um2
timing repair buffer              39        378
tap                               75       93.8
inverter                          10       37.5
clock inverter                     1       5.00
multi-input combinational        198       1340
clock buffer                      15        166
sequential                        63       1600
fill                             488       2300
[routing by layer]
metal	global-route usage, %	wire, um
met1	41.2	3270
met3	5.19	346
met2	34.0	2960
met4	3.04	12
met5	0	0
[cell families (layout without fill, tap and decap cells)]
group | count (synthesis) | after routing
buffers and inverters | 28 | 65
other | 1 | 5
muxes | 4 | 4
DFF | 63 | 63
xor gates and xnor gates | 10 | 10
and+or+nand+nor | 101 | 101
AOI/OAI and AO/OA | 72 | 72
adders and majority gates | 6 | 6
Power figures rest on the tool's default switching activity, not on a simulated workload.
